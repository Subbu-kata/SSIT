### /design/flow/design.v
`timescale 1ns / 1ps
module IR_SENSOR(ir_pin,led_out);
input wire ir_pin;
output reg led_out;
always @ *
begin
if(ir_pin==0)
led_out=1;
else 
led_out=0;
end
endmodule
`timescale 1ns / 1ps
module RELAY_MODULE #(
    parameter CLK_FREQ = 50_000_000,         
    parameter ON_DURATION_SEC = 2,  
    parameter DEBOUNCE_MS = 1000     
)(
    input  wire clk,
    input  wire reset,
    input  wire ir_sensor_raw,               
    output reg  relay_out
);
    localparam DEBOUNCE_COUNT = (CLK_FREQ / 1000) * DEBOUNCE_MS;
    localparam DELAY_COUNT    = CLK_FREQ * ON_DURATION_SEC;
    reg [31:0] debounce_cnt = 0;
    reg ir_sensor_sync      = 0;
    reg ir_sensor_prev      = 0;
    reg [31:0] counter = 0;
    reg active         = 0;
    wire ir_pin;
    always @(posedge clk or posedge reset) begin
        if (reset) begin
            debounce_cnt   <= 0;
            ir_sensor_sync <= 0;
            ir_sensor_prev <= 0;
        end else begin
            if (ir_sensor_raw != ir_sensor_prev) begin
                debounce_cnt <= 0;
                ir_sensor_prev <= ir_sensor_raw;
            end else if (debounce_cnt < DEBOUNCE_COUNT) begin
                debounce_cnt <= debounce_cnt + 1;
            end else begin
                ir_sensor_sync <= ir_sensor_prev;
            end
        end
    end
    always @(posedge clk or posedge reset) begin
        if (reset) begin
            relay_out <= 1;
            counter   <= 0;
            active    <= 0;
        end else begin
            if (ir_sensor_sync) begin
                active    <= 1;
                counter   <= DELAY_COUNT;
                relay_out <= 0;
            end else if (active) begin
                if (counter > 0) begin
                    counter <= counter - 1;
                    relay_out <= 0;
                end else begin
                    active    <= 0;
                    relay_out <= 1;
                end
            end else begin
                relay_out <= 1;
            end
        end
    end
endmodule
`timescale 1ns / 1ps
module touchless_water_tap (
    input wire clk,
    input wire reset,
    input wire ir_pin,
    output wire relay_out
);
    wire ir_sensor_raw;
    IR_SENSOR sensor_inst (
        .ir_pin(ir_pin),
        .led_out(ir_sensor_raw)
    );
    RELAY_MODULE relay_inst (
        .clk(clk),
        .reset(reset),
        .ir_sensor_raw(ir_sensor_raw),
        .relay_out(relay_out)
    );
endmodule
### /design/flow/run.sh
#!/bin/bash
# OpenROAD 26Q1-2900-gdf79404cd8, Yosys 0.63+post, stock flow scripts
make -C /OpenROAD-flow-scripts/flow DESIGN_CONFIG=/design/flow/config.mk WORK_HOME=/design/flow/orfs finish
### /design/flow/config.mk
export PLATFORM = sky130hd
export DESIGN_NAME = touchless_water_tap
export DESIGN_NICKNAME = touchless_water_tap
export VERILOG_FILES = /design/flow/design.v
export SDC_FILE = /design/flow/constraint.sdc
export NUM_CORES = 4
export LEC_CHECK = 1
export CORE_UTILIZATION = 50
### /design/flow/constraint.sdc
current_design touchless_water_tap

set clk_period 6.7
set clk_io_pct 0.2

create_clock -name clk0 -period $clk_period [get_ports {clk}]

set non_clock_inputs [all_inputs -no_clocks]
set_input_delay [expr $clk_period * $clk_io_pct] -clock clk0 $non_clock_inputs
set_output_delay [expr $clk_period * $clk_io_pct] -clock clk0 [all_outputs]
==> run summary <==
Results of an implementation run.

The run finished with clean final reports. The number of setup buffers added after CTS is 0. The kind of capture point of the worst setup path is a flip-flop. In this run, the number of DRC markers left after iteration 0 of detailed routing was 160. The data required time of the critical path is 6.91 ns. The final critical-path required period is 2.92 ns. The highest fanout seen on the critical path is 9. The number of antenna violations at the first check in global routing came to 0. In this run the count of I/O pins placed on the die edge is 4.

Per the Yosys statistics, synthesis produced 380 cells. The TritonCTS clock tree is built. Wires add up to 7620 um. The maximum count of clock buffers along a single path is 2. The number of placed cells counting well taps is 467. The number of antenna diodes is 0. The total global-route track usage is 23.2%. The yosys synthesis warning count is 2.

The proportion of layout cells with a drive suffix above 1 is 8.01%. Yosys reports that the leading cell type by area covers 46.9% of the netlist area. In the final timing run, aggregate negative setup slack is 0 ns. The biggest area consumer among synthesized cells is sky130_fd_sc_hd__dfrtp_1. The normalized max-slew margin is 44.0%.

RePlAce ended its routability-driven mode at a weighted congestion of 0.854. The post-place instance area is 3700 um^2. Setup repair after global routing left no endpoint under its margin. The arrival time of the worst setup path is 3.13 ns. The number of gates resized after CTS was 0.

The pin closest to its max-slew limit shows a slew of 0.836 ns. The launching element type of the critical path is a flip-flop. The root buffer cell chosen for the clock tree is sky130_fd_sc_hd__clkbuf_8.

The count of different cell masters after synthesis is 46. TritonCTS created 9 clock buffers. The leftover overflow at the end of global routing is 0.

In the routed layout, each cell is associated on average with a via count of 6.09. The routed wirelength normalized by instance count is 15.8 um. The share of the cycle needed by the critical path after routing is 43.6%. The clock transition at the register clock pins on the worst setup and hold paths after CTS is 0.07 ns.

In this run the layout overhead on the synthesized area is reported as 8.43%. Synthesis produced a netlist whose cell count is 380. The final hold violation count recorded for this run is 0. According to the CTS report, the clock sink count is 68.

Yosys reported a register bit count of 68. The number of levels the H-tree was split into is 3. The prevailing post-synth register cell is sky130_fd_sc_hd__dfrtp_1. The max-capacitance violation count is 0.

Among all cell types in the netlist, the one instantiated most often is sky130_fd_sc_hd__dfrtp_1. The number of enable flip-flop cells is 0. The total cell area reported by yosys after synthesis is 3580 um^2. The fraction of the core area occupied by cells at floorplan is 52.1%.

The non-filler instance count after layout is 483. The number of nets with antenna violations after routing is 0. Detailed placement ended at an HPWL of 4910 um.

The power per cell area is 191 nW/um^2. According to the floorplan report, the die height is 86.6 um. On the final layout, the worst clock skew is 0.00652 ns. Per the final report, max-transition violations number 0. The leakage dissipation is 1.44 nW. After clock tree synthesis, the flow added hold-fix buffers numbering 0. The total area inside the core boundary comes to 6870 um^2.

Warnings raised by the tools during the run amount to 25. The number of input and output port buffers inserted is 3. The die width is 86.6 um.

The path category of the worst min-delay check is reg2reg. The later-pin clock latency in the skew report is 0.33 ns. The most critical hold endpoint after final layout shows a slack of 0.475 ns. The first-pass iteration count of the detailed router is 4. The count of unresolved DRC violations after routing is 0.

Timing would allow up to 343 MHz. The highest ir drop seen on vdd is 0.000111 V. The via count of the first global-routing pass is 2687. The async set-or-reset flop fraction in the synthesized netlist is 100%.

Entering global routing, the biggest net connects 52 pins. The via count of the routed design is 2941. Summing all non-filler instances in the final layout gives an area of 3880 um^2. The die covers 7490 um^2. The main area contributors are sky130_fd_sc_hd__dfrtp_1, sky130_fd_sc_hd__or4_1, sky130_fd_sc_hd__a21oi_1, sky130_fd_sc_hd__or3_1, sky130_fd_sc_hd__o31ai_1. The classification of the worst setup path is reg2reg.

The site row count is 30. Setup violations remaining at the end of the flow were counted as 0. Per the post-synthesis stats, the area per cell is 9.41 um^2.

The synthesized area is 3580 um^2. The first-pass GRT wire length is 13400 um. In the synthesized netlist, the cells that appear most often are sky130_fd_sc_hd__dfrtp_1, sky130_fd_sc_hd__a21oi_1, sky130_fd_sc_hd__nor2_1, sky130_fd_sc_hd__or4_1, sky130_fd_sc_hd__nand2_1.

Per Yosys stat, the portion of area used by sequential elements is 47.6%. The final power report lists total power as 0.000741 W.
cell usage in the layout, fill, tap and decap left out, drive strengths merged, types with 7 or more instances in the layout:
cell and count:
dfrtp 67, nor4 10, or4 27, nand2 25, nor3 7, o21ai 19, or3 24, nor2 26
clkbuf 14, nand3 19, xor2 10, and2 8, nand4 10, inv 10, a21oi 33, o31ai 21
metrics by stage:
stage	setup slack, ns	utilization, %
after floorplan	3.65	-
after detailed placement	3.84	53.9
after CTS	3.80	56.4
after global routing	3.57	56.4
after global placement	3.87	53.9
final	3.78	56.4
power by group:
group	leakage [nW]	internal [W]	switching [W]	total [W]
registers	0.869	0.000414	0.00000374	0.000417
clock network	0.0905	0.000154	0.000145	0.000299
logic	0.485	0.00000654	0.0000185	0.0000250
total	1.44	0.000574	0.000167	0.000741
critical path, cell delays in order, from the launching register on:
cell	delay [ns]
sky130_fd_sc_hd__dfrtp_1	0.39
sky130_fd_sc_hd__inv_1	0.10
sky130_fd_sc_hd__ha_1	0.18
sky130_fd_sc_hd__or4b_1	0.53
sky130_fd_sc_hd__or4b_1	0.71
sky130_fd_sc_hd__o211ai_1	0.46
sky130_fd_sc_hd__nor4_1	0.08
sky130_fd_sc_hd__or3_1	0.35
flip-flops by register name, summed over array words and instances (netlist names):
name                       flops
relay_inst.counter            32
relay_inst.debounce_cnt       32
relay_inst.active              1
relay_inst.ir_sensor_prev      1
relay_inst.ir_sensor_sync      1
relay_inst.relay_out           1
layout make-up:
class	instances	area, um^2
fillers	620	2990
well taps	96	120
flip-flops and latches	68	1700
clock buffers	14	163
repair buffers	8	67.6
inverters	11	41.3
multi-input cells	284	1770
clock inverters	2	10.0
per-layer routing:
layer / vias up / GRT usage (%) / routed length [um]
met1: 1425 / 42.5 / 4080
met3: 11 / 4.06 / 360
met5: - / 0 / 0
met4: 0 / 3.64 / 102
li1: 1452 / - / -
met2: 53 / 30.2 / 3080
worst paths after layout:
kind                                             start                           to  slack, ns  cells after the start
min in group asynchronous                        reset  relay_inst.debounce_cnt[13]       1.44                      2
min                        relay_inst.debounce_cnt[25]  relay_inst.debounce_cnt[25]       0.48                      2
max                              relay_inst.counter[0]       relay_inst.counter[20]       3.78                      7
max in group asynchronous                        reset         relay_inst.relay_out       4.31                      3
max reg2reg                      relay_inst.counter[0]       relay_inst.counter[20]       3.78                      7
min reg2reg                relay_inst.debounce_cnt[25]  relay_inst.debounce_cnt[25]       0.48                      2
cells by family (layout without fill, tap and decap cells):
group / Yosys count / in the layout / share of synthesized area [%]
multiplexers: 3 / 3 / 0.910
buffers and inverters: 28 / 35 / 3.01
AND-OR/OR-AND: 95 / 95 / 17.0
AND/OR/NAND/NOR: 170 / 170 / 27.3
flip-flops: 68 / 68 / 47.6
XOR/XNOR: 14 / 14 / 3.43
adder cells (fa/ha/maj): 2 / 2 / 0.700
Power is estimated from default activity; no workload was simulated.
